==> design.v <==
module ones(input wire [8:0] Rx,
				 output reg [8:0] num_of_1);
				 integer i;
				 always @(Rx)
					 begin
					 	 num_of_1 = 8'b0;
							 for(i=0; i<9; i=i+1)
								if(Rx[i]==1'b1)
									num_of_1 = num_of_1 + 8'b1;
					end
endmodule
==> run.sh <==
#!/bin/bash
# OpenROAD 26Q1-2900-gdf79404cd8, Yosys 0.63+post, stock flow scripts
make -C /OpenROAD-flow-scripts/flow DESIGN_CONFIG=/design/flow/config.mk WORK_HOME=/design/flow/orfs finish
==> config.mk <==
export PLATFORM = sky130hd
export DESIGN_NAME = ones
export DESIGN_NICKNAME = ones
export VERILOG_FILES = /design/flow/design.v
export SDC_FILE = /design/flow/constraint.sdc
export NUM_CORES = 4
export LEC_CHECK = 1
export CORE_AREA = 10 10 70 70
export DIE_AREA = 0 0 80 80
==> constraint.sdc <==
current_design ones

set clk_period 6.2
set clk_io_pct 0.2

create_clock -name clk0 -period $clk_period

set non_clock_inputs [all_inputs -no_clocks]
set_input_delay [expr $clk_period * $clk_io_pct] -clock clk0 $non_clock_inputs
set_output_delay [expr $clk_period * $clk_io_pct] -clock clk0 [all_outputs]
==> flow_metrics.tcl <==
# metrics dict for downstream scripts
set metrics [dict create \
    status "complete, no violations" \
    cp_data_arrival_time_ns 4.95 \
    postSynthSeqShare_pct 0 \
    port_buffers 15 \
    post_dp_cell_area_um2 1150 \
    grt_pass1_vias 808 \
    place_congestion 0.758 \
    hold_ws_ns 3.34 \
    power_frac_comb_pct 100.0 \
    netlist_top_cells_count "9 x ha_1, 8 x xor2_1, 6 x xnor2_1" \
    critPathKind "in -> out" \
    cpMaxStageDelayCell "or3b_4" \
    switching_share_pct 38.9 \
    yosysTopAreaCell "ha_1" \
    syn_avg_cell_area_um2 8.69 \
    die_x_um 80 \
    clock_buffers 0 \
    seq_power_share_pct 0 \
    io_pins 18 \
    fillerInstances 319 \
    ys_warn_count 1 \
    grt-ovfl-total 0 \
    drv_cap 0 \
    ys_area_um2 773 \
    cpPeakStageDelay_ns 0.40 \
    yosysTopAreaCellShare_pct 14.6 \
    wire_per_inst_um 11.0 \
    path_cells "buf_6 -> buf_6 -> ha_2 -> and2b_1 -> nor3_2 -> a21oi_1 -> ha_1 -> nand2b_4 -> and3_4 -> ha_4 -> a32oi_2 -> inv_2 -> ha_4 -> nand2_4 -> buf_4 -> buf_4 -> buf_4 -> mux2_4 -> or3b_4 -> and4b_1 -> dlygate4sd2_1" \
    startpoint "Rx[0]" \
    post-route-period-util_pct 99.8 \
    layout-drive-gt1-share_pct 57.9 \
    drt_pass1_iterations 4 \
    logic_area_um2 890 \
    synthesis.area_um2 773 \
    antenna_found_initial 0 \
    flop_area_um2 0 \
    route.vias.total 808 \
    vias_per_cell 4.34 \
    fmax_ghz 0.162 \
    drtIter0Drc 12 \
    pwr-share-clk_pct 0 \
    n_antenna_cell 0 \
    final_area_um2 1410 \
    fp.coreArea_um2 3420 \
    worstPathRequired_ns 4.96 \
    cp-start-kind "input port" \
    hpwl_um 1440 \
    preCtsSetupSlack_ns -1.14 \
    p_sw_uw 115 \
    holdPathStages 4 \
    die_h_um 80 \
    postLayoutCoreUtil_pct 41.3 \
    rsz0062_at_grt "yes" \
    yosys_cells 89 \
    p_int_uw 181 \
    syn2layout_area_growth_pct 82.4 \
    timing.final.ws_setup_ns 0.0113 \
    crit_top_cell "buf_4" \
    grt_use_total_pct 6.08 \
    drtAntennaViolNets 0 \
    power_density_nw_per_um2 210 \
    hold_class "in -> out" \
    drc 0 \
    power_leakage_nw 0.642 \
    ff_count 0 \
    initCoreUtil_pct 22.6 \
    crit_path_end_kind "output pin" \
    synthTopCellsByArea "ha_1 15%, xor2_1 9.1%, xnor2_1 6.8%, xnor3_1 5.8%, mux2i_1 3.9%" \
    fin_crit_ns 6.19 \
    ir_worst_vdd_mv 0.105 \
    grt_start_max_net_pins 8 \
    totalWireLength_um 2050 \
    chipArea_um2 6400 \
    worstPathMaxFanout 3 \
    warnings 37 \
    synth.distinct_cells 42 \
    syn_inst 89 \
    setup_violations 0 \
    drv_slew 0 \
    num_rows 21 \
    most_common_cell "ha_1" \
    grt_pass1_wl_um 3470 \
    hold_violations 0 \
    worstHoldStart "Rx[8]" \
]
cell usage in the layout (no fill, tap or decap), types with 5 or more instances in the layout:
cell / synthesis / routed
clkdlybuf4s50_1: 0 / 7
buf_6: 2 / 5
ha_4: 0 / 6
buf_4: 4 / 37
xnor2_1: 6 / 5
xor2_1: 8 / 7
routing by layer:
metal	vias to the layer above	global-route usage (%)	part of all wire (%)
li1	419	-	-
met1	386	8.36	49
met2	3	10.6	50
met3	0	0.341	0.83
met4	0	0.352	0
met5	-	0	0
stage by stage:
step           power (mW)  cells  setup TNS [ns]
6_report            0.297    186               0
5_1_grt             0.325    186          -0.416
4_1_cts             0.261    183        -0.00443
3_5_place_dp        0.218    174           -4.41
3_3_place_gp        0.216    174           -4.19
2_1_floorplan       0.116     91               0
critical path, delay by kind of cell:
kind	cells	cell delay, ns
mux	1	0.28
buf+inv	7	0.89
simple gates	7	1.31
compound gates	2	0.24
fa+ha+maj	4	0.99
path summary, 6_finish.rpt:
| check | end | slack (ns) |
|---|---|---|
| setup / recovery | num_of_1[5] | 0.01 |
| hold / removal | num_of_1[3] | 3.34 |
logic make-up (layout without fill, tap and decap cells):
logic type | count (synthesis) | count (layout) | share of synthesized area [%]
other | 1 | 3 | 0.485
muxes | 6 | 6 | 8.74
adders and majority gates | 10 | 10 | 15.9
buffers and inverters | 9 | 58 | 8.25
xor gates and xnor gates | 19 | 19 | 29.0
AOI/OAI and AO/OA | 7 | 7 | 5.99
and+or+nand+nor | 37 | 37 | 31.7
power groups by stage:
stage	Combinational [mW]	Clock (mW)	Sequential [mW]
after global routing	0.325	0	0
final	0.297	0	0
after CTS	0.261	0	0
repair_timing:
action,4_1_cts,5_1_grt
endpoints found under the setup margin,5,5
pin swaps,15,11
hold buffers,0,0
setup buffers,9,4
resized,42,17
layout make-up:
| cell class | count | area share, % |
|---|---|---|
| multi-input cells | 82 | 63.1 |
| repair buffers | 55 | 32.0 |
| well taps | 46 | 4.08 |
| inverters | 3 | 0.799 |
Power is estimated from default activity; no workload was simulated.
