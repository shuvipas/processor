`/design/flow/run.sh`:
```
#!/bin/bash
# OpenROAD 26Q1-2900-gdf79404cd8, Yosys 0.63+post, stock flow scripts
make -C /OpenROAD-flow-scripts/flow DESIGN_CONFIG=/design/flow/config.mk WORK_HOME=/design/flow/orfs finish
```
`/design/flow/config.mk`:
```
export PLATFORM = sky130hd
export DESIGN_NAME = AddSub
export DESIGN_NICKNAME = AddSub
export VERILOG_FILES = /design/flow/design.v
export SDC_FILE = /design/flow/constraint.sdc
export NUM_CORES = 4
export LEC_CHECK = 1
export CORE_AREA = 10 10 70 70
export DIE_AREA = 0 0 80 80
```
`/design/flow/constraint.sdc`:
```
current_design AddSub

set clk_period 7.9
set clk_io_pct 0.2

create_clock -name clk0 -period $clk_period

set non_clock_inputs [all_inputs -no_clocks]
set_input_delay [expr $clk_period * $clk_io_pct] -clock clk0 $non_clock_inputs
set_output_delay [expr $clk_period * $clk_io_pct] -clock clk0 [all_outputs]
```
`/design/flow/design.v`:
```
module AddSub(
              input wire [8:0] regA,
				  input wire [8:0] Bus,
				  input wire add_sub,  
				  output reg [8:0] regG
				  );
					always @(regA)
						begin
					   if (~add_sub)
							regG <= regA + Bus;
						else
							regG <= regA - Bus;
						end
endmodule
```
==> ci_impl_report.md <==
### Flow metrics

| Metric | Value |
|---|---|
| Comb pwr share | 100.0% |
| Max-slew violations | 0 |
| P&R area growth vs syn | 63.72% |
| Worst-path maximum fanout | 4 |
| Synth Seq Share | 0% |
| Crit-path max cell delay | 0.53 ns |
| Hold_buf cts | 0 |
| Hold Crit Class | primary input to output pin |
| OpenROAD warnings | 32 |
| Leakage | 0.3415 nW |
| CTS-repair resized insts | 0 |
| Synthesized area | 524.3 um2 |
| Worst path bufs/invs | 4 |
| Via count | 509 |
| Post-Synthesis Cells | 68 |
| Die area | 6400 um2 |
| RSZ-0062 raised after global routing | no |
| GP Congestion | 0.6912 |
| Max Freq | 0.1673 GHz |
| Chip Area, Yosys | 524.3 um2 |
| And+or+nand+nor area frac | 20.76% |
| Status | complete, no violations |
| Required time at the worst-slack endpoint | 6.32 ns |
| Fill count | 376 |
| Top cells by count, synth | 11 x xnor2_1, 9 x ha_1, 9 x inv_1 |
| First-pass GRT wire length | 1.994 mm |
| Initial antenna violation count | 0 |
| Final hold violations | 0 |
| Final wirelength | 1.418 mm |
| Crit Path Category | primary input to output pin |
| Yosys warns | 1 |
| Family with the most delay on the worst path | buffers and inverters |
| Drt pass-1 iters | 2 |
| Mapped Avg Cell Area | 7.710 um2 |
| Metal2 WL | 585 um |
| Yosys aoi share | 22.91% |
| Clock buffer count | 0 |
| Critical path capture point type | output pin |
| Slew @ Worst Pin | 0.4172 ns |
| GR Overflow Total | 0 |
| DIE HEIGHT | 80 um |
| Overall Global Routing Usage | 3.859% |
| Pwr dens | 98.01 nW/um2 |
| Residual antenna-violating net count after detailed routing | 0 |
| Clock power share | 0% |
| Fp_density | 15.35% |
| Per-cell routed wire length | 10.06 um |
| Yosys cell count | 68 |
| Max VDD drop | 0.00004337 V |
| Most frequent cell after synthesis | xnor2_1 |
| Int Power | 54.65 uW |
| Switching share of power | 35.04% |
| Adder Share, Synth | 25.30% |
| Worst path cell trace | clkdlybuf4s50_1 > inv_1 > ha_1 > mux2_2 > inv_1 > ha_1 > nor2b_1 > o31a_1 > o21ai_1 > nor2b_1 > xnor2_1 > clkdlybuf4s50_1 |
| Critical-path top delay cell | clkdlybuf4s50_1 |
| Relative slew slack | 71.93% |
| Max-area cell share | 21.48% |
| Synth area leader | ha_1 |
| Reg power frac | 0% |
| Dpl cell area | 858.3 um2 |
| Post-CTS Setup Bufs | 0 |
| Number of diodes | 0 |
| Number of global-route vias before repair | 425 |
| Io pins | 28 |
| Xor+xnor area frac | 21.72% |
| Arrival time worst endpoint | 4.40 ns |
| Sw Pwr | 29.48 uW |
| Setup TNS | 0 ns |
| Hpwl dp | 1.319 mm |
| Main logic family after synthesis | adder cells |
| Setup-failing EPs final | 0 |
| Largest net degree at the start of global routing | 9 |
| Sequential Area | 0 um2 |
| Top area cell types | ha_1 21%, xnor2_1 18%, inv_1 6.4% |
| Design area | 858.3 um2 |
| Initial DRC count | 15 |
| Mux cell area share | 2.148% |
| Flip-flops | 0 |
| Core Footprint | 3416 um2 |
| Finished Core Util | 25.13% |
| Cell Type Count | 23 |
| Count of input and output buffers | 28 |
| Worst Setup Start Kind | primary input |
| Max-Cap Viols | 0 |
| DRC | 0 |
| Die Wd | 80 um |
| Share of layout cells above drive strength 1 | 6.316% |
| Vias/cell | 3.610 |
| Number of cell rows | 21 |
| Cycle use final | 75.66% |
| Routed wl met3 | 84 um |
| Highest metal used | met3 |
| M1 wire length | 748 um |
| Tmin final | 5.977 ns |
routing by layer:
metal  vias to the layer above  GRT usage (%)
li1                        292              -
met1                       200          6.077
met2                        17          5.538
met3                         0         0.6818
met4                         0              0
met5                         -              0
cell type report:
type | count | area [um2] | share of cell area [%]
Tap cell | 46 | 57.56 | 6.706
Multi-Input combinational cell | 58 | 486.7 | 56.71
Timing Repair Buffer | 28 | 280.3 | 32.65
Inverter | 9 | 33.78 | 3.936
power groups by stage:
stage / logic [mW] / registers [mW] / clock network (mW)
finish: 0.0841 / 0 / 0
global route: 0.0944 / 0 / 0
CTS: 0.0860 / 0 / 0
cells in the final DEF, fill, tap and decap left out, drive strengths merged:
cell           count
a21boi             1
a21oi              5
a31oi              2
clkdlybuf4s50     28
fa                 1
ha                 9
inv                9
mux2               1
nand2b             2
nor2               7
nor2b              3
nor3               3
nor3b              1
nor4               1
o21a               3
o21ai              4
o31a               2
xnor2             11
xor2               2
worst min-delay path, cell delays in order:
cell and delay [ns]:
clkdlybuf4s50_1 0.40, inv_1 0.05, ha_1 0.12, inv_1 0.03, clkdlybuf4s50_1 0.40
final timing paths:
kind  cells after the start     from      end  slack, ns
max                      12   Bus[0]  regG[5]       1.92
min                       5  regA[0]  regG[0]       4.16
per-stage QoR:
stage | hold WS (ns) | total power [mW] | setup WS [ns] | cells
finish | 4.162 | 0.08413 | 1.923 | 141
global route | 4.213 | 0.09442 | 1.763 | 141
CTS | 4.175 | 0.08604 | 1.911 | 141
detailed placement | 4.166 | 0.08512 | 1.924 | 141
global placement | 4.163 | 0.08487 | 1.973 | 141
floorplan | 3.271 | 0.04242 | 3.095 | 68
kinds of logic after synthesis:
group,Yosys count
adder cells (fa/ha/maj),10
multiplexers,1
XOR/XNOR,13
buffers and inverters,10
AND-OR/OR-AND,17
AND/OR/NAND/NOR,17
Power figures rest on the tool's default switching activity, not on a simulated workload.
